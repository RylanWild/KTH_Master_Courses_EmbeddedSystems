## flow/design.v

```verilog
`timescale 1ns / 1ps
module MAC #(parameter M=32,parameter Q=16,parameter x_integer=12,parameter x_fraction=20,
             parameter w_integer=6, parameter w_fraction=10)(
    input logic [M-1:0]x,
    input logic [Q-1:0]w,
    input logic [M-1:0] adder,
    output logic [M-1:0] result
    );
    logic [2*M-1:0]calculation_result;
    logic [M-1:0] caculation_cut;
    assign calculation_result=x*w;
    assign caculation_cut = calculation_result[w_integer+2*x_fraction-1:2*x_fraction-w_fraction];
    assign result=adder+caculation_cut;
endmodule
```

## flow/run.sh

```bash
#!/bin/bash
# OpenROAD 26Q1-2900-gdf79404cd8, Yosys 0.63+post, stock flow scripts
make -C /OpenROAD-flow-scripts/flow DESIGN_CONFIG=/design/flow/config.mk WORK_HOME=/design/flow/orfs finish
```

## flow/config.mk

```make
export PLATFORM = sky130hd
export DESIGN_NAME = MAC
export DESIGN_NICKNAME = MAC
export VERILOG_FILES = /design/flow/design.v
export SDC_FILE = /design/flow/constraint.sdc
export NUM_CORES = 4
export LEC_CHECK = 1
export CORE_UTILIZATION = 40
```

## flow/constraint.sdc

```tcl
current_design MAC

set clk_period 25.7
set clk_io_pct 0.2

create_clock -name clk0 -period $clk_period

set non_clock_inputs [all_inputs -no_clocks]
set_input_delay [expr $clk_period * $clk_io_pct] -clock clk0 $non_clock_inputs
set_output_delay [expr $clk_period * $clk_io_pct] -clock clk0 [all_outputs]
```

==> out/results.md <==
| Quantity | Value | Unit |
|---|---|---|
| Top-area cell type share of the netlist area | 51.6 | % |
| PostCTS Resize Cnt | 0 | - |
| Number of buffer cells added on primary ports | 112 | - |
| Number of sequential cells in the layout | 0 | - |
| Antenna diode count | 0 | - |
| Max-capacitance violation count | 0 | - |
| Warnings from Yosys | 0 | - |
| Total buffers and inverters traversed by the critical path | 7 | - |
| Global route overflow | 0 | - |
| Placeable core region | 39800 | um2 |
| Number of distinct library cells after synthesis | 55 | - |
| Path type of the worst min-delay path | in -> out | - |
| Chip area line of the yosys report | 16200 | um2 |
| Post-layout min period | 19230 | ps |
| Number of standard cells reported by yosys | 1893 | - |
| Vias after detailed routing | 12100 | - |
| Portion of the clock cycle consumed by the worst path in the final layout | 74.8 | % |
| Area enclosed by the die boundary | 41200 | um2 |
| Maximum achievable frequency | 0.0520 | GHz |
| Antenna violations before repair | 1 | - |
| Wire length of the first global-routing pass | 67.8 | mm |
| WL final | 39.1 | mm |
| Result of the run | completed | - |
| Register area | 0 | um2 |
| Critical setup path kind | in -> out | - |
| Layout clock buffer count | 0 | - |
| Normalized max-slew margin | 43.4 | % |
| Area added between synthesis and finish | 10.3 | % |
| Num rows | 73 | - |
| Family of cells with the greatest summed delay on the critical path | adder cells | - |
| Cell taking the most area after synthesis | fa_1 | - |
| Final std cell area, no fill | 17800 | um2 |
| Worst setup EP type | output port | - |
| Setup repair bufs after CTS | 0 | - |
| Hold-fix buffers at CTS | 0 | - |
| Detailed Routing Iterations Pass 1 | 4 | - |
| Per-instance average area after synthesis | 8.54 | um2 |
| Delay contributed by the slowest stage of the critical path | 840 | ps |
| Critical-path cell with the highest stage delay | clkdlybuf4s50_1 | - |
| Wire length per cell | 15.8 | um |
| OpenROAD warning count | 32 | - |
| Summed instance area of the synthesized netlist | 16200 | um2 |
| Type of element launching the critical path | input port | - |
| Slew @ Worst Pin | 846 | ps |
| Setup TNS Final | 0 | ps |
| Final tally of setup violations | 0 | - |
| Hold Fails Final Rpt | 0 | - |
| Detailed-placement wirelength estimate | 31.9 | mm |
| Share of post-route cells with drive strength above 1 | 2.15 | % |
| DIE WIDTH | 203 | um |
| Final Slew Violations | 0 | - |
| Die Span Y | 203 | um |
| Leading post-synthesis cells by cell area | fa_1 (52%), inv_1 (11%), ha_1 (9.4%) | - |
| Cell with the most instances on the worst path | fa_1 | - |
| Fraction of the core area occupied by cells at floorplan | 40.6 | % |
| Pin count of the biggest net entering global routing | 33 | - |
| Final design utilization | 44.8 | % |
| Routability congestion estimate | 0.899 | - |
| Via count normalized by instance count | 4.87 | - |
| Source of the critical timing path | x[15] | - |
| Top-level port count | 112 | - |
| Remaining routing DRC violations | 0 | - |
| Vias in the first global route | 13200 | - |
| Critical Path Fanout Max | 16 | - |
| Sequential share of the synthesized area | 0 | % |
| Endpoint arrival time on the critical path | 14090 | ps |
| Worst path required time | 20560 | ps |
| Post-Synthesis Cells | 1893 | - |
| Post-DP Area | 17800 | um2 |
| Overall Global Routing Usage | 21.9 | % |
| Origin of the worst min-delay path | adder[31] | - |
| Setup repair after global routing missed its margin | false | - |
| Starting DRT DRC Count | 387 | - |
| Routed Antenna Nets | 0 | - |
[stage by stage]
stage / setup slack [ps] / std cells / hold slack [ps]
after floorplan: 8630 / 1893 / 10310
after global placement: 6460 / 2475 / 11210
after detailed placement: 6470 / 2475 / 11220
after CTS: 6380 / 2475 / 11220
after global routing: 5680 / 2475 / 11260
final: 6470 / 2475 / 11210
[Yosys cell counts (8+ instances only)]
cell and number:
o21ai_0 15, a21oi_1 38, nand2_1 384, and3_1 8, xnor2_1 28, and2_1 165
ha_1 122, nor2_1 23, nand3_1 11, xor2_1 20, inv_1 479, a21o_1 18
fa_1 417, clkbuf_1 80
[per-layer routing]
layer	vias to the layer above	track usage [%]	part of all wire (%)
met1	5956	32.6	44
met3	16	9.56	11
met5	-	0.476	0.033
li1	5586	-	-
met2	491	32.6	44
met4	2	1.10	0.42
[layout by cell type (no fill, tap or decap), drive strengths merged, types with 2 or more instances in the layout]
master	instances
inv	479
fa	417
nand2	384
and2	166
ha	122
clkdlybuf4s50	112
a21oi	41
xnor2	28
buf	25
nor2	23
xor2	20
o21ai	20
a21o	18
nand3	12
and3	9
a21boi	7
o21a	6
nor2b	6
nand2b	6
nand4	5
nor3	5
o21bai	4
o211ai	3
a221oi	3
nor3b	3
and4	2
a221o	2
o31a	2
a2111oi	2
o2111ai	2
a31oi	2
a31o	2
[logic make-up (layout without fill, tap and decap cells)]
logic type	Yosys count	after routing	synth area share, %
multiplexers	1	1	0.0619
AND/OR/NAND/NOR	625	625	17.9
buffers and inverters	559	616	13.0
AND-OR/OR-AND	121	121	5.34
adder cells (fa/ha/maj)	539	539	61.1
XOR/XNOR	48	48	2.60
[path summary, 6_finish.rpt]
check,endpoint,cells after the start
worst max-delay path,result[24],33
worst min-delay path,result[31],3
[final cells by class]
class | count | area (um2)
Fill cell | 3825 | 22000
Multi-Input combinational cell | 1334 | 14100
Inverter | 479 | 1800
Timing Repair Buffer | 137 | 1310
Tap cell | 525 | 657
